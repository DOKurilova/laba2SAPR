## ./config.mk

```make
export PLATFORM = sky130hd
export DESIGN_NAME = APB_BCD
export DESIGN_NICKNAME = APB_BCD
export VERILOG_FILES = /design/flow/design.v
export SDC_FILE = /design/flow/constraint.sdc
export NUM_CORES = 4
export LEC_CHECK = 1
export CORE_UTILIZATION = 50
```

## ./constraint.sdc

```tcl
current_design APB_BCD

set clk_period 6.8
set clk_io_pct 0.2

create_clock -name clk0 -period $clk_period [get_ports {PCLK}]

set non_clock_inputs [all_inputs -no_clocks]
set_input_delay [expr $clk_period * $clk_io_pct] -clock clk0 $non_clock_inputs
set_output_delay [expr $clk_period * $clk_io_pct] -clock clk0 [all_outputs]
```

## ./design.v

```verilog
module APB_BCD
#(parameter control_reg_ADDR = 4'h0,  
  parameter operand_a_ADDR = 4'h4,    
  parameter operand_b_ADDR = 4'h8,    
  parameter output_reg_ADDR = 4'hC)   
(
    input wire PWRITE,             
    input wire PCLK,               
    input wire PSEL,               
    input wire [31:0] PADDR,              
    input wire [31:0] PWDATA,      
    output reg [31:0] PRDATA = 0,  
    input wire PENABLE,            
    output reg PREADY = 0,          
	  input PRESET                    
);
reg  control_reg  = 0;   
reg  [11:0] operand_a    = 0;   
reg  [11:0] operand_b    = 0;     
reg  [11:0] output_reg   = 0;   
reg [12:0] buf_reg = 0;  
always @(posedge PCLK) 
begin
    if(PRESET)
	  begin
	    control_reg <= 0;
      operand_a   <= 0;
      operand_b   <= 0;
      output_reg  <= 0;
	  end
     else if (PSEL && !PWRITE && PENABLE)    
     begin
        case(PADDR)
         control_reg_ADDR : PRDATA <= control_reg;  
         operand_a_ADDR   : PRDATA <= operand_a;    
         operand_b_ADDR   : PRDATA <= operand_b;    
         output_reg_ADDR  : PRDATA <= output_reg;   
        endcase
        PREADY <= 1'd1;  
     end
     else if(PSEL && PWRITE && PENABLE)  
     begin
       case(PADDR)
         control_reg_ADDR : control_reg <= PWDATA;    
         operand_a_ADDR   : operand_a   <= PWDATA;    
         operand_b_ADDR   : operand_b   <= PWDATA;    
        endcase
        PREADY <= 1'd1;     
     end
   if (PREADY)  
    begin
      PREADY <= !PREADY;
    end
   if(control_reg)
    begin
      control_reg <= !control_reg;
    end
  end
always @(posedge control_reg) begin  
  operand_b = ~(operand_b)+1;  
    buf_reg [4:0] = operand_a[3:0] + operand_b[3:0];
    if(buf_reg [4]==0)  
     begin
       buf_reg [3:0] = buf_reg [3:0] + 4'b1010; 
     end
  buf_reg [8:4] = buf_reg [4] + operand_a[7:4] + operand_b[7:4];  
    if( buf_reg [8]==0)  
     begin
       buf_reg [7:4] = buf_reg [7:4] + 4'b1010;
     end
     buf_reg [12:8] = operand_a[11:8] + operand_b[11:8] + buf_reg [8]; 
    if(buf_reg [12]==0)  
     begin
      buf_reg [11:8] = buf_reg[11:8] + 4'b1010;
     end
    output_reg = buf_reg;
end
endmodule
```

## ./run.sh

```bash
#!/bin/bash
# OpenROAD 26Q1-2900-gdf79404cd8, Yosys 0.63+post, stock flow scripts
make -C /OpenROAD-flow-scripts/flow DESIGN_CONFIG=/design/flow/config.mk WORK_HOME=/design/flow/orfs finish
```

==> flow_summary.ini <==
; implementation run metrics
[synthesis]
synth_flops = 46
edf_count = 12
ys.flop_type = dfxtp_1
logic_family = simple AND/OR/NAND/NOR gates
largest_area_cell = dfxtp_1
synth_async_sr_flop_share = 0
ys_cells = 209
yosysChipArea_sq_um = 2200
ys_sh_aoi = 0.0438
yosys_warnings = 1
top_cells_by_area = dfxtp_1, edfxtp_1, mux2i_1, nand2b_1, buf_4
top_area_frac = 0.310
ys_seq_share = 0.474
ys_sh_adder = 0.0114
xor_share = 0.0319
yosysUniqueCellTypes = 28
ys_sh_simple = 0.233
ys_sh_mux = 0.100

[status]
status = did not finish
stop_error = ERROR: Found 10 problems in 'check -assert'.
stop_stage = synthesis (1_2_yosys)
==> cell families after synthesis <==
logic type	after synthesis
compound gates	12
fa+ha+maj	2
simple gates	84
buf+inv	34
xor+xnor	8
mux	22
flops	46
other cells	1
==> cell usage after synthesis, types with 3 or more instances <==
cell type and count:
dfxtp_1 34, nand2b_1 34, mux2i_1 22, buf_4 21, nor2_1 17, edfxtp_1 12, a22oi_1 10, clkbuf_1 7
nand2_1 7, nor3_1 5, nor4_2 5, xnor2_1 5, nor4_1 4, buf_6 3, inv_1 3, nand4_1 3
xor2_1 3
