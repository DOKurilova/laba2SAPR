[flow/design.v]
module APB_master
(
    input wire PCLK,                     
    input wire PWRITE_MASTER,            
    output reg PSEL = 0,                 
    input wire [31:0] PADDR_MASTER,      
    input wire [31:0] PWDATA_MASTER,     
    output reg [31:0] PRDATA_MASTER = 0, 
    output reg PENABLE = 0,              
    input wire PRESET,                   
    input wire PREADY,                   
    output reg [31:0] PADDR = 0,         
    output reg [31:0] PWDATA = 0,        
    input  wire [31:0] PRDATA,           
    output reg PWRITE = 0                
);
function void apb_write(input  [31:0] inp_addr, input  [31:0] inp_data);  
begin
  PADDR = inp_addr;    
  PWDATA = inp_data;   
  PWRITE = 1'd1;       
  PSEL = 1'd1;         
  PENABLE = 1'd1;      
  if(PREADY)
   begin
     PSEL = !PSEL;         
     PENABLE = !PENABLE;  
   end
end
endfunction
function void apb_read(input [31:0] inp_addr);  
begin
  if(!PREADY)
  begin
    PADDR = inp_addr;  
    PWRITE = 1'd0;
    PSEL = 1'd1;
    PENABLE = 1'd1;
  end
  else if(PREADY)
   begin
     PSEL = !PSEL;
     PENABLE = !PENABLE;
   end
end
endfunction
always @(posedge PCLK) 
begin
    if(PRESET)  
    begin
      PADDR <= 32'b0;
      PWDATA <= 32'b0;
      PWRITE <= 1'b0;
      PSEL <= 1'b0;
      PENABLE <= 1'b0;
      PRDATA_MASTER <= 1'b0;
    end
    else if (!PWRITE_MASTER)  
     begin
        apb_read(PADDR_MASTER);  
     end
    else if (PWRITE_MASTER)  
     begin
        apb_write(PADDR_MASTER, PWDATA_MASTER);
     end
  end
always @(posedge PREADY)  
begin
  if (!PWRITE_MASTER)      
    begin
     PRDATA_MASTER <=PRDATA;  
    end
end
endmodule
[flow/run.sh]
#!/bin/bash
# OpenROAD 26Q1-2900-gdf79404cd8, Yosys 0.63+post, stock flow scripts
make -C /OpenROAD-flow-scripts/flow DESIGN_CONFIG=/design/flow/config.mk WORK_HOME=/design/flow/orfs finish
[flow/config.mk]
export PLATFORM = sky130hd
export DESIGN_NAME = APB_master
export DESIGN_NICKNAME = APB_master
export VERILOG_FILES = /design/flow/design.v
export SDC_FILE = /design/flow/constraint.sdc
export NUM_CORES = 4
export LEC_CHECK = 1
export CORE_UTILIZATION = 40
[flow/constraint.sdc]
current_design APB_master

set clk_period 1.8
set clk_io_pct 0.2

create_clock -name clk0 -period $clk_period [get_ports {PCLK}]
create_clock -name clk1 -period $clk_period [get_ports {PREADY}]

set non_clock_inputs [all_inputs -no_clocks]
set_input_delay [expr $clk_period * $clk_io_pct] -clock clk0 $non_clock_inputs
set_output_delay [expr $clk_period * $clk_io_pct] -clock clk0 [all_outputs]
==> results.yml <==
# flow metrics
synth:
  ys.flops: 67
  syn_area_sq_um: 3109
  ys_seq_share_pct: 43.14
  synth.distinct_cells: 16
  post_synth.cell_area_avg_sq_um: 10.68
  largest_area_cell: "dfxtp_1"
  top_area_share_pct: 43.14
  netlist_instances: 291
  top_cells_by_area: "dfxtp_1 (43%), nand4bb_1 (12%), mux2i_1 (10%)"
  ys_cells: 291
  yosys_area_sq_um: 3109
  yosysWarnings: 65
min_path:
  hp-start: "PREADY"
  min_delay_path_depth: 4
  hold_end: "PWRITE"
  hold_path.class: "clock port to register"
global_route:
  use_met3_pct: 13.75
  grt_pass1_vias: 2481
  busiest_layer: "met1"
  track_usage_pct: 17.17
  grt_use_met2_pct: 18.13
  grt_max_degree: 100
  grt_pass1_wl_um: 10900
  grt-ovfl-total: 0
  antenna_found_initial: 0
  grt_util_met1_pct: 23.05
final_layout:
  lay_top_count: "clkdlybuf4s50_1"
  final_cell_mix: "clkdlybuf4s50_1 (131), dfxtp_1 (67), nor2_1 (35)"
  fill_cells: 612
  drive_gt1_share_pct: 14.58
  areaGrowthSynthToFinish_pct: 48.13
routing:
  drt-pass1-iter-count: 6
  wl_per_cell_um: 13.36
  drc: 0
  antenna_left: 0
  vias: 2417
  n_antenna_cell: 0
  drt_iter0_drc: 69
  vias_per_cell: 4.552
  totalWireLength_um: 7094
floorplan:
  die_h_um: 90.17
  io_pins: 199
  num_rows: 31
  die_w_um: 90.17
  initial_core_util_pct: 42.19
  dieArea_sq_um: 8130
  coreArea_sq_um: 7370
power:
  total_power_uw: 4932
  total_leakage_power_uw: 0.001850
  p_per_area_nw_per_um2: 1071
  vdd_drop_max_mv: 0.5411
worst_setup_path:
  cpMostUsedCell: "clkbuf_8"
  critPathKind: "clock port to register"
  ff2ff_setup_slack_ns: 1.18
  crit_path_end_kind: "register"
  r2r-start: "PWDATA[1]"
  cp_cell_sequence: "clkbuf_8, clkbuf_8, and2b_4, clkbuf_8, clkbuf_8, o21ai_1"
  cp_max_fo: 9
  r2r_end: "PWDATA[1]"
  cp_data_required_time_ns: 2.06
  slowest_delay_ns: 0.18
  start_kind: "clock port"
  crit_slowest_cell: "clkbuf_8"
  crit_arrival_ns: 1.81
  reg2reg_depth: 2
placed_design:
  hpwl_um: 4208
  port_buffers: 133
  gp_congestion: 0.7009
timing:
  fin_skew_ns: 0
  hold_viol_final: 0
  setup_viol: 0
  fin_tns_setup_ns: 0
  rsz0062_at_grt: "no"
  slew_viol_final: 0
clocking:
  cts_resized: 0
  clkSlewWorstSetupHoldPaths_ns: 0.06
  post-cts-setup-buffers: 0
  cts_tree: "done"
  postCtsHoldBufs: 0
flow_run:
  max-cap-violations: 0
  warnings: 129
run_status:
  status: "finished clean"
-- Yosys cell counts (all sizes together) --
cell type  number
dfxtp          67
buf            50
nor2           35
mux2i          32
nand2b         32
nand4bb        32
o21ai          32
clkbuf          6
o21a            2
a21oi           1
and2b           1
conb            1
-- state kept, by name, indices dropped and copies added (netlist names) --
signal,count
PENABLE,1
PWRITE,1
PWDATA,32
PSEL,1
PADDR,32
-- kinds of logic after synthesis --
| kind of cell | synth area share [%] |
|---|---|
| AND-OR/OR-AND | 9.416 |
| buffers and inverters | 14.45 |
| AND/OR/NAND/NOR | 22.58 |
| flip-flops | 43.14 |
| multiplexers | 10.30 |
| other | 0.1206 |
-- per-stage QoR --
step	cell area [sq um]	setup slack, ns	std cells	hold WS, ns	utilization (%)
detailed placement	4262	0.3814	500	0.1447	57.83
finish	4606	0.2501	531	0.1297	62.50
CTS	4606	0.2465	531	0.1302	62.50
global route	4606	0.2158	531	0.1374	62.50
floorplan	3226	0.3959	322	0.1767	-
global placement	4262	0.3814	500	0.1447	57.83
-- area by class of cell --
type	count	area, sq um	share of cell area, %
well taps	99	123.9	2.689
multi-input cells	199	1435	31.16
flip-flops and latches	67	1341	29.12
clock buffers	23	286.5	6.221
clock inverters	8	57.56	1.250
repair buffers	135	1361	29.56
-- how the worst max path moves through the flow --
stage / endpoint / depth (start not counted) / slack (ns) / from
6_report: PADDR[22] / 6 / 0.25 / PREADY
4_1_cts: PADDR[26] / 6 / 0.25 / PREADY
5_1_grt: PSEL / 1 / 0.22 / PSEL
-- routing by layer --
metal,wire [um],vias to the layer above
li1,-,1204
met1,3336,1074
met2,2889,131
met3,780,8
met4,88,0
met5,0,-
-- critical path: cells and delay by family --
family	cells	cell delay, ns
buffers and inverters	4	0.62
AOI/OAI and AO/OA	1	0.14
and+or+nand+nor	1	0.16
-- power breakdown --
group | internal (uW) | leakage [uW] | switching, uW
Sequential | 1730 | 0.000555 | 118
Combinational | 563 | 0.000941 | 166
Clock | 1140 | 0.000354 | 1210
Power figures rest on the tool's default switching activity, not on a simulated workload.
